File: flow/design.v
`timescale 1ns / 1ps
module awsctrl(
    ctrl_val,
    sclk,
    sdi,
    sdo,
    cs_n,
    rst_n,
    );
    input [23:0] ctrl_val;
    input sclk;
    input sdi;
    output sdo;
    output [2:0] cs_n;
    input rst_n;
    wire [2:0] s_sdo;
    reg [2:0] r_se;
    reg [3:0] r_cnt;
    dp_set dp_set_0(.rst_n(rst_n), 
                    .se(r_se[0]), 
                    .vec(ctrl_val[7:0]), 
                    .sclk(sclk), 
                    .sdo(s_sdo[0]), 
                    .cs_n(cs_n[0]));
    dp_set dp_set_1(.rst_n(rst_n), 
                    .se(r_se[1]), 
                    .vec(ctrl_val[15:8]), 
                    .sclk(sclk), 
                    .sdo(s_sdo[1]), 
                    .cs_n(cs_n[1])); 
    dp_set dp_set_2(.rst_n(rst_n), 
                    .se(r_se[2]), 
                    .vec(ctrl_val[23:16]), 
                    .sclk(sclk), 
                    .sdo(s_sdo[2]), 
                    .cs_n(cs_n[2]));
    assign sdo = (r_se == 3'b001 ? s_sdo[0] : 
                    (r_se == 3'b010 ? s_sdo[1] :
                    (r_se == 3'b100 ? s_sdo[2] : 1'b0)));
    always @(posedge sclk or negedge rst_n) begin
        if (rst_n == 1'b0) begin
           r_se <= 3'b001;
           r_cnt <= 4'd0; 
        end else begin            
            if(r_cnt == 4'd9) begin
                r_cnt <= 4'd0;
            end else begin
                r_cnt <= r_cnt + 4'd1;
            end
            case(r_se)            
            3'b001: begin
                if(r_cnt == 4'd9) begin
                    r_se <= 3'b010;
                end
            end
            3'b010: begin
                if(r_cnt == 4'd9) begin
                    r_se <= 3'b100;
                end
            end
            3'b100: begin
                if(r_cnt == 4'd9) begin
                    r_se <= 3'b001;
                end           
            end
            endcase
        end
    end
endmodule
`timescale 1ns / 1ps
module dp_set(
    input rst_n,      
    input [7:0] vec,  
    input se,    
    input sclk,  
    output sdo,  
    output cs_n  
    );
    reg [7:0] r_sdo;
    reg [2:0] r_cnt;
    reg r_cs_n;
    reg r_done;
    parameter val_dev = 8'h7f;
    assign cs_n = r_cs_n;
    assign sdo = r_sdo[7]; 
    always @(negedge sclk or negedge rst_n) begin
        if(rst_n == 1'b0) begin
            r_sdo <= val_dev;
            r_cs_n <= 1'b1;
            r_cnt <= 3'd0;
            r_done <= 1'b0;
        end else begin
            if(se == 1'b1) begin
                if(r_done == 1'b0) begin
                    if(r_cs_n == 1'b1) begin
                        r_sdo <= vec;
                        r_cnt <= 3'd0;
                        r_cs_n <= 1'b0;
                    end else begin
                        if(r_cnt == 3'd7) begin
                            r_cs_n <= 1'b1;
                            r_done <= 1'b1;
                        end 
                        r_cnt <= r_cnt + 1;
                        r_sdo[7:1] <= r_sdo[6:0];
                        r_sdo[0] <= 1'b0; 
                    end
                end
            end else begin
                r_done <= 1'b0;
            end
        end 
    end
endmodule
File: flow/run.sh
#!/bin/bash
# OpenROAD 26Q1-2900-gdf79404cd8, Yosys 0.63+post, stock flow scripts
make -C /OpenROAD-flow-scripts/flow DESIGN_CONFIG=/design/flow/config.mk WORK_HOME=/design/flow/orfs finish
File: flow/config.mk
export PLATFORM = sky130hd
export DESIGN_NAME = awsctrl
export DESIGN_NICKNAME = awsctrl
export VERILOG_FILES = /design/flow/design.v
export SDC_FILE = /design/flow/constraint.sdc
export NUM_CORES = 4
export LEC_CHECK = 1
export CORE_UTILIZATION = 30
File: flow/constraint.sdc
current_design awsctrl

set clk_period 1.7
set clk_io_pct 0.2

create_clock -name clk0 -period $clk_period [get_ports {sclk}]

set non_clock_inputs [all_inputs -no_clocks]
set_input_delay [expr $clk_period * $clk_io_pct] -clock clk0 $non_clock_inputs
set_output_delay [expr $clk_period * $clk_io_pct] -clock clk0 [all_outputs]
==> out/results.ini <==
[run_status]
status=complete, but fails checks
violations=negative setup slack

[die]
die_y_um=86.5
core_area_um2=6830
fp_util=0.313
die-area_um2=7480
io_pins=31
die-width_um=86.5
rows=30

[place]
place_congestion=0.697
place_area_um2=2660
dp_hpwl_mm=2.51
portBuffers=29
placed_cells=326

[run]
warnings=53
drv_cap=0

[global_routing]
antenna_found_initial=0
grt-ovfl-total=0
grt_pass1_wl_mm=6.87
grt_max_degree=24
grt_pass1_vias=1533
grt.total_usage=0.117

[sta]
maxSlewHeadroom=0.829
fin_ws_ns=-0.661
skew_ns=0.0701
final_max_slew_viol_count=0
finalSetupViolCount=35
finalHoldWorstSlack_ns=0.0576
worst_pin_slew_ns=0.249
rsz0062_at_grt=true
finalHoldViolCount=0

[worst_setup_path]
r2r_slack_ns=-0.19
end_kind=output pin
startpoint_type=register
critPathTopFamily=flip-flops
cp_max_fo=2
criticalPathCategory=register to output pin
worstPathCellList=nand3b_1, o21ai_1, mux2_4, buf_2
required_ns=1.36
worstSetupEndpoint=sdo
cpMaxStageDelayCell=dfrtn_1
path_depth=4
regToRegEndpoint=dp_set_0.r_cs_n$_DFFE_NN1P_
crit_arrival_ns=2.02
slowest_delay_ns=0.35
crit_buf_inv=1
timing.rr.start=r_se[0]$_DFFE_PN1P_
cp-startpoint=dp_set_0.r_sdo[7]$_DFFE_NN0P_
reg2reg_depth=2

[finish]
mostFrequentLayoutCells=inv_1, dfstp_2, mux2i_1, clkdlybuf4s50_1, o21ai_2
drive_above_1_share=0.447
final_area_um2=3230
fillCellCount=621
stdcell_count=369
final_common_cell=inv_1
area_growth_pct=51.0

[clocking]
cts-root-buf=clkbuf_8
cts_tree=done
path_clk_slew_ns=0.09
insertion_delay_ns=0.36
cts_hold_buf=0
cts-buffers-inserted=5
cts-root-to-sink-buffers=2
cts_sinks=46
htree_levels=2

[yosys]
syn-cell-area_um2=2140
yosys_warnings=2
ys_types=26
ys_cells=197
ys_ff=46
avgSynthCellArea_um2=10.9
ys_area_um2=2140
syn_inst=197
ys_seq_share=0.552

[pwr]
power_density_nw_per_um2=693
leakage_nw=1.52
ir_drop_v=0.000325
finalPower_mw=2.24

[hold_path]
hold_path_class=input pin to asynchronous set/reset pin

[drt]
wl_per_cell_um=10.7
firstDrtPassIters=3
vias=1593
wl_mm=3.95
antenna_left=0
vias_per_cell=4.32
first_iter_violations=38
antenna_cells=0
drc_errors=0

## worst register-to-register path: cells and delay by family, from the launching register on
| kind | cells | cell delay [ns] |
|---|---|---|
| multiplexers | 1 | 0.31 |
| AND/OR/NAND/NOR | 1 | 0.12 |
| flip-flops | 1 | 0.59 |
## cell usage after synthesis
library cell	n	area (µm²)
nand2_1	37	139
o21ai_1	30	150
dfstp_2	25	657
mux2i_1	22	220
dfrtn_1	15	375
nand2b_1	10	62.6
buf_2	8	40.0
dfrtp_1	6	150
ha_1	6	75.1
mux2_1	5	56.3
buf_4	4	30.0
inv_1	4	15.0
a21o_1	3	22.5
nor2_1	3	11.3
nor3_1	3	15.0
o21ai_0	3	15.0
mux2_2	2	22.5
nor2b_1	2	12.5
o21a_1	2	15.0
a21boi_0	1	7.51
a21oi_1	1	5.00
a22o_1	1	8.76
nand3b_1	1	7.51
nand4bb_1	1	11.3
nor3b_1	1	7.51
xnor2_1	1	8.76
## layout make-up
| cell class | count | area [µm²] | area share |
|---|---|---|---|
| flip-flops and latches | 46 | 1180 | 0.366 |
| multi-input cells | 138 | 1150 | 0.356 |
| repair buffers | 54 | 561 | 0.173 |
| clock inverters | 27 | 136 | 0.0422 |
| well taps | 96 | 120 | 0.0372 |
| clock buffers | 5 | 68.8 | 0.0213 |
| inverters | 3 | 11.3 | 0.00348 |
## routing by layer
metal	GRT usage	share of wire	vias up
met5	0	0	-
met4	0.0121	0.0076	0
met3	0.0174	0.031	5
met2	0.183	0.45	17
li1	-	-	829
met1	0.187	0.51	742
## registers in the layout, summed over array words and instances (netlist names)
| name | cells |
|---|---|
| dp_set_0.r_cnt | 3 |
| dp_set_0.r_cs_n | 1 |
| dp_set_0.r_done | 1 |
| dp_set_0.r_sdo | 8 |
| dp_set_1.r_cnt | 3 |
| dp_set_1.r_cs_n | 1 |
| dp_set_1.r_done | 1 |
| dp_set_1.r_sdo | 8 |
| dp_set_2.r_cnt | 3 |
| dp_set_2.r_cs_n | 1 |
| dp_set_2.r_done | 1 |
| dp_set_2.r_sdo | 8 |
| r_cnt | 4 |
| r_se | 3 |
## stage by stage
step	worst slack (ns)	TNS, ns	util
floorplan	-0.187	-2.81	-
global placement	-0.675	-7.99	0.389
detailed placement	-0.690	-8.15	0.389
CTS	-0.682	-4.48	0.451
global route	-0.737	-6.41	0.473
finish	-0.661	-4.68	0.473
## cells by family after synthesis
logic type / count (synthesis) / share of synthesized area
AND/OR/NAND/NOR: 58 / 0.124
AND-OR/OR-AND: 41 / 0.105
adder cells (fa/ha/maj): 6 / 0.0351
buffers and inverters: 16 / 0.0397
multiplexers: 29 / 0.140
XOR/XNOR: 1 / 0.00409
flip-flops: 46 / 0.552
## worst min-delay path by stage
stage / start / endpoint / slack, ns / cells after the start
finish: rst_n / r_se[1]$_DFFE_PN0P_ / 0.06 / 2
global route: rst_n / r_se[1]$_DFFE_PN0P_ / 0.06 / 2
CTS: rst_n / r_se[1]$_DFFE_PN0P_ / 0.06 / 2
## repair_timing
item / CTS / global route
pin swaps: 28 / 7
gates cloned: 5 / 0
endpoints found under the hold margin: 0 / 0
resized: 54 / 36
setup endpoints to repair: 37 / 43
setup buffers: 3 / 4
## power by group
| part | total, mW | internal, mW | switching (mW) | leakage (nW) |
|---|---|---|---|---|
| Clock | 1.05 | 0.519 | 0.530 | 0.188 |
| Sequential | 1.10 | 1.10 | 0 | 0.532 |
| Combinational | 0.0898 | 0.0586 | 0.0312 | 0.797 |
Power and IR drop assume default switching activity.
