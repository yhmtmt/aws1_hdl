==> ./design.v <==
`timescale 1ns / 1ps
module awstm(
        pps,
        tevt,
        evt,
        rst_n,
        clk
    );
    input pps;
    input [31:0] tevt;
    output [31:0] evt;
    input rst_n;
    input clk;
    reg r_pps, r_awspps;
    reg [26:0] r_tcyc;       
    reg [26:0] r_td;         
    reg [30:0] r_awstm;      
    reg [30:0] r_tmev_next;  
    reg [30:0] r_set_tmev;  
    reg [10:0] r_tcor;       
    reg [10:0] r_tcor_max;   
    reg r_pps_lock;          
    wire evt_pps;            
    parameter [26:0] p_cyc_per_sec  = 27'd99_999_999;   
    parameter [26:0] p_pps_to       = 27'd149_999_999;  
    parameter [30:0] p_awstm_max    = 31'd999_999_999;   
    assign evt = r_set_tmev;
    assign evt_pps = pps & ~r_pps;
    wire [26:0] td_abs;
    wire [25:0] tmp1_td_abs;
    wire [25:0] tmp2_td_abs;
    wire [10:0] tmp_tcor_max;
    assign td_abs = (r_td[26] ? (~r_td + 17'd1): r_td);
    genvar i;
    assign tmp1_td_abs[25] = td_abs[25];  
    generate 
        for(i = 24; i >= 0; i=i-1) begin :g_tmp1_td_abs
            assign tmp1_td_abs[i] = td_abs[i+1] | td_abs[i];  
        end 
    endgenerate
    assign tmp2_td_abs[25] = tmp1_td_abs[25];
    generate
        for(i = 24; i >= 0; i=i-1) begin: g_tmp2_td_abs
            assign tmp2_td_abs[i] = tmp1_td_abs[i+1] ^ tmp1_td_abs[i];
        end
    endgenerate
    assign tmp_tcor_max[2:0] = 3'b000;
    generate 
        for(i = 0; i < 7; i=i+1) begin: g_tmp_tcor_max
            assign tmp_tcor_max[i+3] = tmp2_td_abs[25-i]; 
        end
    endgenerate
    assign tmp_tcor_max[10] = (tmp1_td_abs[20] & !tmp2_td_abs[20] ? 1'b0 : 1'b1); 
    always @(posedge clk or negedge rst_n) begin
        if(rst_n == 1'b0) begin
            r_pps <= 1'b0;
            r_awspps <= 1'b0;
            r_pps_lock <= 1'b0;
            r_tcyc <= 27'd0;
            r_td <= 27'd0;
            r_tcor <= 11'd0;
            r_tcor_max <= 11'd1024;
            r_awstm <= 31'd0;
            r_tmev_next <= 31'd0;
            r_set_tmev <= 31'd0;
        end else begin
            r_pps <= pps;
            r_tcyc <= r_tcyc + 1;
            r_tcor_max <= tmp_tcor_max;
            if(r_tcor >= r_tcor_max) begin
                r_tcor <= 10'd0;
            end else begin
                r_tcor <= r_tcor + 1;
            end
            if(r_tcyc == p_cyc_per_sec) begin
                r_awspps <= 1'b1;
            end else begin
                r_awspps <= 1'b0;
            end
            if(evt_pps) begin
                r_pps_lock <= 1'b1;
                r_tcyc <= 27'd0;
                r_td <= r_td + p_cyc_per_sec + ~r_tcyc + 27'd1;
            end else begin
                if(r_tcyc == p_pps_to) begin  
                    r_pps_lock <= 1'b0;
                    r_tcyc <= (p_pps_to - p_cyc_per_sec);     
                end                
            end
            if(r_awstm >= p_awstm_max) begin
                r_awstm <= 31'd0;
            end else begin
                if(r_tcor == r_tcor_max) begin
                    if(r_td[26]) begin  
                        r_awstm <= r_awstm;
                        r_td <= r_td + 27'd1;
                    end else begin  
                        r_awstm <= r_awstm + 31'd2;
                        r_td <= r_td - 27'd1;
                    end
                end else begin
                    r_awstm <= r_awstm + 31'd1;
                end
            end
            if(r_tmev_next == r_awstm || (r_tmev_next + 31'd1) == r_awstm) begin
                r_set_tmev <= {r_pps_lock, r_awstm};
                r_tmev_next <= r_tmev_next + tevt;
            end
            if(r_tmev_next > p_awstm_max) begin
                r_tmev_next <= r_tmev_next + ~p_awstm_max + 31'd1;
            end             
        end
    end
endmodule
==> ./run.sh <==
#!/bin/bash
# OpenROAD 26Q1-2900-gdf79404cd8, Yosys 0.63+post, stock flow scripts
make -C /OpenROAD-flow-scripts/flow DESIGN_CONFIG=/design/flow/config.mk WORK_HOME=/design/flow/orfs finish
==> ./config.mk <==
export PLATFORM = sky130hd
export DESIGN_NAME = awstm
export DESIGN_NICKNAME = awstm
export VERILOG_FILES = /design/flow/design.v
export SDC_FILE = /design/flow/constraint.sdc
export NUM_CORES = 4
export LEC_CHECK = 1
export CORE_UTILIZATION = 50
==> ./constraint.sdc <==
current_design awstm

set clk_period 11.4
set clk_io_pct 0.2

create_clock -name clk0 -period $clk_period [get_ports {clk}]

set non_clock_inputs [all_inputs -no_clocks]
set_input_delay [expr $clk_period * $clk_io_pct] -clock clk0 $non_clock_inputs
set_output_delay [expr $clk_period * $clk_io_pct] -clock clk0 [all_outputs]
==> impl_metrics.toml <==
# flow metrics
[critical_path]
critPathKind = "primary input to flip-flop"
worst_ep_arrival_time_ps = 5530
worst_setup_sp = "tevt[5]"
reg2reg_from = "r_tmev_next[0]"
path_cells = "clkdlybuf4s50_1 > ha_1 > and2_1 > or4_1 > o21ba_2 > o21ai_0 > a21oi_1 > o311ai_0 > mux2i_1 > a221oi_1 > nor3_1"
worstSetupEndpointType = "flip-flop"
r2r-end = "r_tmev_next[25]"
startpoint_type = "primary input"
reg2regPathDepth = 11
total_buffers_and_inverters_traversed_by_the_critical_path = 1
setup.reg_to_reg.worst_slack_ps = 6920
cpMaxStageDelayCell = "sky130_fd_sc_hd__or4_1"
crit_family = "AND-OR/OR-AND gates"
worst_ep_required_time_ps = 11750
critical_path_cell_count = 11
timing.critical_path.fanout_max = 6
slowest_delay_ps = 430
worstSetupEndpoint = "r_tmev_next[28]"

[power]
leakage_nw = 6.91
power_density_nw_per_um2 = 187
max_ir_drop_vdd_uv = 138

[timing]
slew_violations = 0
min_period_ps = 5190
hold_slack_ps = 491
grt_setup_unrepaired = "no"
timing.setup.tns_ps = 0
finClkSkew_ps = 12.0
max_freq_ghz = 0.193
maxSlewHeadroom = 0.418
timing_hold_violations_final = 0
fin_crit_sh = 0.455
finalSetupViolations = 0
worst_pin_slew_ps = 862

[clock_network]
clock_tree.buffer_depth = 2
clock_tree.htree_level_count = 4
hold_buffers = 0
cts_repair_resize_count = 0
tritoncts_num_sinks = 167
post-cts-setup-buffer-count = 0
cts_tree = "yes"
clk_pin_slew_ps = 70
cts-buffers-inserted = 17
clk_root_buffer_cell = "sky130_fd_sc_hd__clkbuf_16"
clk-insertion-delay-late_ps = 430

[floorplanning]
dieHeight_microns = 172
initCoreUtil = 0.513
die-width_microns = 172
number_of_top_level_pins = 67
die-area_sq_um = 29500
core_area_sq_um = 28100
row_count = 61

[yosys]
netlist_instances = 1727
ys_seq_elements = 167
yosysSeqAreaShare = 0.290
edf_count = 0
ys_flop_type = "sky130_fd_sc_hd__dfrtp_1"
yosys.cell_types.count = 86
synthesis.area_per_instance_sq_um = 8.35
yosys-stat-cells = 1727
synthArstFlopShare = 1.00
synth_chip_area_sq_um = 14400
synth_warnings = 2
synthesis.area_sq_um = 14400

[drt]
drt_pass1_iterations = 4
drc = 0
drt.antenna.violating_nets = 0
drt-total-wl_microns = 36700
wire_per_inst_microns = 17.3
route.antenna.diode_count = 0
dr_total_vias = 12401
viasPerCell = 5.84
drtIter0Drc = 635

[global_routing]
grt_util_all_layers = 0.269
grt_pass1_vias = 11704
initial_antenna_violation_count = 0
grt_pass1_wl_microns = 61100
maximum_number_of_pins_on_one_net_before_global_route_repair = 75
grt_remaining_overflow = 0

[final_layout]
finalCoreUtilization = 0.563
final_layout_size_suffix_gt1_frac = 0.0653
areaGrowthSynthToFinish_pct = 9.67

[outcome]
run_status = "complete, no violations"

[placed_design]
hpwlAfterDp_microns = 27800
io_buffer_count = 64
gpl.final_weighted_congestion = 0.972

[run]
max_cap_violations = 0
warnings = 27

[min_path]
timing.hold.worst.class = "flip-flop to flip-flop"
[stage by stage]
stage               instance area, sq um  worst slack (ps)  power [W]  std cells
finish                             15800              6210    0.00296       2123
global route                       15800              6090    0.00326       2123
CTS                                15800              6210    0.00297       2123
detailed placement                 15300              5770    0.00239       2092
global placement                   15300              5770    0.00239       2092
floorplan                          14400              6680    0.00207       1728
[final cells by class]
cell class	instances	area, sq um
Timing Repair Buffer	80	762
Clock inverter	11	93.8
Sequential cell	167	4180
Fill cell	2647	12300
Inverter	87	327
Tap cell	378	473
Multi-Input combinational cell	1380	9520
Clock buffer	20	457
[worst register-to-register path: stages, from the launching register on]
cell,delay (ps)
sky130_fd_sc_hd__dfrtp_1,500
sky130_fd_sc_hd__ha_1,360
sky130_fd_sc_hd__nand4_2,220
sky130_fd_sc_hd__nor3_4,460
sky130_fd_sc_hd__nand2_1,110
sky130_fd_sc_hd__a211oi_1,500
sky130_fd_sc_hd__and4_1,350
sky130_fd_sc_hd__nand4_1,160
sky130_fd_sc_hd__o41a_2,630
sky130_fd_sc_hd__buf_4,360
sky130_fd_sc_hd__nor2_2,520
sky130_fd_sc_hd__a22oi_1,180
[routing by layer]
metal,wire length [microns],share of wire,track usage,vias to the layer above
li1,-,-,-,6319
met3,994,0.027,0.0253,46
met2,18000,0.49,0.451,185
met4,850,0.023,0.0543,0
met1,16900,0.46,0.389,5851
met5,0,0,0,-
[synthesized netlist by cell type, types with 32 or more instances]
cell type | number | area share
sky130_fd_sc_hd__and3_1 | 43 | 0.019
sky130_fd_sc_hd__xnor2_1 | 81 | 0.049
sky130_fd_sc_hd__xor2_1 | 87 | 0.053
sky130_fd_sc_hd__a211oi_1 | 32 | 0.017
sky130_fd_sc_hd__nor2_1 | 144 | 0.037
sky130_fd_sc_hd__o21ai_0 | 76 | 0.026
sky130_fd_sc_hd__nand4_1 | 34 | 0.015
sky130_fd_sc_hd__nand3_1 | 85 | 0.030
sky130_fd_sc_hd__clkbuf_1 | 60 | 0.016
sky130_fd_sc_hd__ha_1 | 121 | 0.11
sky130_fd_sc_hd__dfrtp_1 | 166 | 0.29
sky130_fd_sc_hd__a21oi_1 | 119 | 0.041
sky130_fd_sc_hd__mux2_2 | 33 | 0.026
sky130_fd_sc_hd__a21o_1 | 37 | 0.019
sky130_fd_sc_hd__nand2_1 | 138 | 0.036
sky130_fd_sc_hd__inv_1 | 87 | 0.023
sky130_fd_sc_hd__nor3_1 | 34 | 0.012
[flip-flops by register name (all words and copies together) (netlist names)]
| name | cells |
|---|---|
| r_tmev_next | 31 |
| r_set_tmev | 31 |
| r_pps | 1 |
| r_awstm | 31 |
| r_tcyc | 27 |
| r_tcor_max | 8 |
| r_tcor | 11 |
| r_td | 27 |
[where the power goes]
part           internal [W]  switching (W)  total, W
Sequential         0.000672       0.000129  0.000801
Combinational      0.000722       0.000881   0.00160
Clock              0.000294       0.000263  0.000557
[cell usage in the layout, fill, tap and decap left out, drive strengths merged, types with 7 or more instances in the layout]
cell	instances
o211ai	13
a211oi	32
nand2b	16
clkbuf	20
o21ai	78
nor2	145
xnor2	81
a221o	7
or3	18
a21o	37
clkdlybuf4s50	63
and3	43
clkinv	7
inv	90
and4	14
or2	7
nor3	36
nand2	139
ha	121
buf	17
mux2	33
nand4	35
o21bai	9
or4	13
xor2	87
nor2b	15
o31ai	13
mux2i	9
nor4	18
nand3	86
o311ai	7
a21oi	119
o21a	14
and2	15
dfrtp	166
a31oi	19
[kinds of logic after synthesis]
logic type,share of synthesized area
multiplexers,0.0320
buffers and inverters,0.0508
flip-flops,0.290
other,0.000260
AND/OR/NAND/NOR,0.216
adder cells (fa/ha/maj),0.109
XOR/XNOR,0.102
AND-OR/OR-AND,0.200
[worst min-delay path by stage]
stage | slack [ps] | cells after the start | end | start
5_1_grt | 530 | 1 | r_set_tmev[5] | r_set_tmev[5]
4_1_cts | 500 | 2 | r_set_tmev[22] | r_set_tmev[22]
6_report | 490 | 2 | r_set_tmev[22] | r_set_tmev[22]
Power and IR drop assume default switching activity.
