==> /design/flow/design.v <==
`timescale 1ns / 1ps
module dp_ctrl(
    input rst_n,
    input sclk,
    input sdi,
    output sdo,
    output [2:0] cs_n,
    input eoc,
    input dor_n,
    input aws_ctrl, 
    output [7:0] ap_rud_inst,
    output [7:0] ap_rud_stat,
    output [7:0] ap_eng_r_inst,
    output [7:0] ap_eng_l_inst,
    input [7:0] aws_rud_inst,
    input [7:0] aws_eng_r_inst,
    input [7:0] aws_eng_l_inst
    );
    parameter cs_none       = 3'b111;
    parameter cs_adc        = 3'b000;
    parameter cs_rud_inst   = 3'b001;
    parameter cs_rud_stat   = 3'b010;
    parameter cs_eng_r_inst = 3'b011;
    parameter cs_eng_l_inst = 3'b100;
    reg [2:0] r_cs_n;
    assign cs_n = r_cs_n;
    reg r_aws_ctrl;
    parameter s_init_0  = 5'b00001;
    parameter s_init_1  = 5'b00010;
    parameter s_rstat   = 5'b00100;
    parameter s_conv    = 5'b01000;
    parameter s_wdp     = 5'b10000;
    reg [4:0] r_stat;
    parameter p_init_to = 13'd5000; 
    reg [12:0] r_cnt_init_to; 
    reg r_adc_auto_cal_inst;     
    reg r_dp_init;               
    reg [1:0] r_dp_idx;          
    reg r_adc_stat_inst;
    reg [7:0] r_adc_stat;
    parameter i_adc_auto_cal    = 8'b00001000;
    parameter i_adc_stat        = 8'b00001100;
    parameter i_cnv_ch0         = 8'b10000000;
    parameter i_cnv_ch1         = 8'b11000000;
    parameter i_cnv_ch2         = 8'b10010000;
    parameter i_cnv_ch3         = 8'b11010000;
    reg [7:0] r_sdo_word;
    reg [12:0] r_sdi_word;
    reg [3:0] r_sdi_cnt;
    reg [3:0] r_sdo_cnt;
    reg [3:0] r_inst_intvl;
    reg r_adc_cnv_inst;
    parameter rud_neutral = 8'hfe;
    parameter eng_neutral = 8'hfe;
    reg [7:0] r_ap_rud_inst;     
    reg [7:0] r_ap_rud_stat;     
    reg [7:0] r_ap_eng_r_inst;   
    reg [7:0] r_ap_eng_l_inst;   
    assign ap_rud_inst = r_ap_rud_inst;
    assign ap_rud_stat = r_ap_rud_stat;
    assign ap_eng_l_inst = r_ap_eng_l_inst;
    assign ap_eng_r_inst = r_ap_eng_r_inst;
    wire [7:0] adc_val;
    assign adc_val = r_sdi_word[8:1];
    reg r_wdp_set;
    always @(negedge sclk or negedge rst_n) begin
        if(rst_n == 1'b0) begin
            r_stat <= s_init_0;
            r_adc_auto_cal_inst <= 1'b0;
            r_dp_init <= 1'b0;
            r_dp_idx <= 2'd0;
            r_adc_stat_inst <= 1'b0;
            r_adc_cnv_inst <= 1'b0;
            r_inst_intvl <= 4'd0;
            r_cnt_init_to <= 13'd0;
            r_ap_rud_inst <= rud_neutral;
            r_ap_rud_stat <= rud_neutral;
            r_ap_eng_r_inst <= eng_neutral;
            r_ap_eng_l_inst <= eng_neutral;
            r_wdp_set <= 1'b0;
        end else begin
            case (r_stat)
            s_init_0:
            begin
                if(r_adc_auto_cal_inst == 1'b0) begin
                   r_adc_auto_cal_inst <= 1'b1;
                end else begin
                   if(eoc == 1'b0) begin
                       r_stat <= s_init_1;
                       r_cnt_init_to <= 13'd0;
                       r_dp_idx <= 3'd0;
                   end else if(r_cnt_init_to >= p_init_to) begin
                        r_stat <= s_init_0;
                        r_cnt_init_to <= 13'd0;
                        r_adc_auto_cal_inst <= 1'b0;
                   end else begin
                        r_cnt_init_to <= r_cnt_init_to + 1;
                   end
                end 
            end     
            s_init_1:
            begin
                if(eoc == 1'b1 && r_dp_init) begin
                    r_stat <= s_rstat;
                    r_cnt_init_to <= 13'd0;
                end else if (r_cnt_init_to > p_init_to) begin
                    r_stat <= s_init_0;
                    r_cnt_init_to <= 13'd0;
                    r_adc_auto_cal_inst <= 1'b0;
                    r_dp_init <= 1'b0;
                end else if (r_dp_init == 1'b0) begin
                  if(r_sdo_cnt == 4'd0) begin
                    if(r_dp_idx == 2'd3) begin
                        r_dp_init <= 1'b1;
                        r_dp_idx <= 2'd0;
                    end else begin
                        r_dp_idx <= r_dp_idx + 1;
                    end
                  end  
                end
                r_cnt_init_to <= r_cnt_init_to + 1;
            end
            s_rstat:
            begin 
                if(r_adc_stat_inst == 1'b0) begin
                    r_adc_stat_inst <= 1'b1;
                end else if(r_sdo_cnt == 4'd0) begin
                    if(r_inst_intvl < 4'd4) begin
                        r_inst_intvl <= r_inst_intvl + 1;
                    end else begin
                        r_stat <= s_conv;
                        r_adc_stat_inst <= 1'b0;
                        r_inst_intvl <= 4'd0;
                    end
                end
            end
            s_conv:
            begin
                if(r_adc_cnv_inst == 1'b0) begin
                    r_adc_cnv_inst <= 1'b1;
                end else if(r_sdo_cnt == 4'd0) begin                    
                    if(r_inst_intvl < 4'd4) begin
                        r_inst_intvl <= r_inst_intvl + 1;
                    end else begin
                        r_stat <= s_wdp;
                        r_adc_cnv_inst <= 1'b0;
                        r_inst_intvl <= 4'd0;
                    end
                end 
            end
            s_wdp:
            begin
                    if(r_wdp_set == 1'b0) begin
                        if(eoc == 1'b0) begin
                        if(r_init_cnv == 1'b0) begin  
                            r_adc_stat <= r_sdi_word[12:5];
                        end else begin
                            case(r_dp_idx)
                            2'd0: 
                            begin
                                r_ap_eng_l_inst <= adc_val;
                            end
                            2'd1:
                            begin
                                r_ap_rud_inst <= adc_val;
                            end
                            2'd2:
                            begin
                                r_ap_rud_stat <= adc_val;
                            end
                            2'd3:
                            begin
                                r_ap_eng_r_inst <= adc_val;
                            end
                            endcase   
                        end
                        r_wdp_set <= 1'b1;
                        end                   
                    end else begin
                        if(eoc == 1'b1 && r_sdo_cnt == 4'd0) begin
                            r_stat <= s_conv;
                            r_wdp_set <= 1'b0;
                            r_dp_idx <= r_dp_idx + 1;
                        end
                    end
            end
            endcase
        end
    end
    reg r_aws_ctrl_0, r_aws_ctrl_1;
    always @(negedge sclk or negedge rst_n) begin
        if (rst_n == 1'b0) begin
            r_aws_ctrl <= 1'b0;
        end else begin
            r_aws_ctrl_0 <= aws_ctrl;
            r_aws_ctrl_1 <= r_aws_ctrl_0;
            if(r_aws_ctrl_0 != r_aws_ctrl_1) begin
                r_aws_ctrl <= (r_aws_ctrl == 1'b1 ? 1'b0 : 1'b1);
            end
            if(r_stat == s_wdp && r_init_cnv == 1'b1 && r_wdp_set == 1'b0) begin
                case(r_dp_idx)
                2'd0: 
                begin
                    r_aws_ctrl <= (r_aws_ctrl && adc_val != r_ap_eng_l_inst ? 1'b0 : r_aws_ctrl);
                end
                2'd1:
                begin
                    r_aws_ctrl <= (r_aws_ctrl && adc_val != r_ap_rud_inst ? 1'b0 : r_aws_ctrl);                    
                end
                2'd2:
                begin
                    r_aws_ctrl <= (r_aws_ctrl && adc_val != r_ap_rud_stat? 1'b0 : r_aws_ctrl);                   
                end
                2'd3:
                begin
                    r_aws_ctrl <= (r_aws_ctrl && adc_val != r_ap_eng_r_inst ? 1'b0 : r_aws_ctrl);                    
                end
                endcase   
            end
        end
    end
    assign sdo = r_sdo_word[7];
    always @(negedge sclk or negedge rst_n) begin
        if (rst_n == 1'b0) begin
            r_sdo_cnt <= 4'b0000;
            r_sdo_word <= 8'd0;
            r_cs_n <= cs_none;            
        end else begin
            if (r_sdo_cnt > 0) begin 
                r_sdo_cnt <= r_sdo_cnt - 1;
                r_sdo_word[7:1] <= r_sdo_word[6:0];
                r_sdo_word[0] <= 1'b0;
            end  
            if(r_sdi_cnt <= 4'd1 && r_sdo_cnt <= 4'd1) begin
                r_cs_n <= cs_none;
            end
            case (r_stat)
            s_init_0:
            begin
                if(r_adc_auto_cal_inst == 1'b0) begin
                   r_cs_n <= cs_adc;
                   r_sdo_cnt <= 4'd8;
                   r_sdo_word <= i_adc_auto_cal;
                end
            end     
            s_init_1:
            begin
                if (r_cnt_init_to < p_init_to && r_dp_init == 1'b0 && r_sdo_cnt == 4'd0) begin
                    r_sdo_cnt <= 4'd8;                    
                    r_sdo_word <= rud_neutral;
                    case(r_dp_idx)
                    2'd0: r_cs_n <= cs_rud_inst;
                    2'd1: r_cs_n <= cs_rud_stat;
                    2'd2: r_cs_n <= cs_eng_r_inst;
                    2'd3: r_cs_n <= cs_eng_l_inst;
                    default: r_cs_n <= cs_none;
                    endcase                     
                end                                
            end
            s_rstat:
            begin 
                if(r_adc_stat_inst == 1'b0) begin
                    r_cs_n <= cs_adc;
                    r_sdo_cnt <= 4'd8;
                    r_sdo_word <= i_adc_stat;
                end
            end
            s_conv:
            begin
                if(r_adc_cnv_inst == 1'b0) begin
                    r_cs_n <= cs_adc;
                    r_sdo_cnt <= 4'd8;                   
                    case(r_dp_idx)
                    2'd0: r_sdo_word <= i_cnv_ch0;
                    2'd1: r_sdo_word <= i_cnv_ch1;
                    2'd2: r_sdo_word <= i_cnv_ch2;
                    2'd3: r_sdo_word <= i_cnv_ch3;
                    endcase         
                end 
            end
            s_wdp:
            begin
                if(r_wdp_set == 1'b0 && eoc == 1'b0) begin
                    r_sdo_cnt <= 4'd8;
                    case(r_dp_idx)
                    2'd0:
                    begin
                        r_cs_n <= cs_eng_l_inst;
                        r_sdo_word <= r_aws_ctrl ? aws_eng_l_inst : adc_val;
                    end
                    2'd1:
                    begin
                        r_cs_n <= cs_rud_inst;
                        r_sdo_word <= r_aws_ctrl ? aws_rud_inst : adc_val;
                    end
                    2'd2:
                    begin
                        r_cs_n <= cs_rud_stat;
                        r_sdo_word <= adc_val;
                    end
                    2'd3:
                    begin
                        r_cs_n <= cs_eng_r_inst;
                        r_sdo_word <= r_aws_ctrl ? aws_eng_r_inst : adc_val;
                    end
                    endcase           
                end
            end
            endcase
        end
    end
    reg r_init_cnv;
    always @(posedge sclk or negedge rst_n) begin
        if (rst_n == 1'b0) begin
            r_sdi_cnt <= 4'b0000;
            r_sdi_word <= 13'd0;
            r_init_cnv <= 1'b0;
        end else begin
                if (r_sdi_cnt > 4'd0) begin
                    r_sdi_cnt <= r_sdi_cnt - 1;
                    r_sdi_word[12:1] <= r_sdi_word[11:0];
                    r_sdi_word[0] <= sdi;
                end 
            case (r_stat)
            s_conv:
            if(r_adc_cnv_inst == 1'b0) begin
                begin
                    if(r_init_cnv == 1'b0) begin
                        r_sdi_cnt <= 4'd8;
                    end else begin
                        r_sdi_cnt <= 4'd13;
                    end
                end
            end
            s_wdp:
                if(r_wdp_set == 1'b1 && r_init_cnv == 1'b0) begin
                    r_init_cnv <= 1'b1;
                end
            endcase
        end
    end    
endmodule
==> /design/flow/run.sh <==
#!/bin/bash
# OpenROAD 26Q1-2900-gdf79404cd8, Yosys 0.63+post, stock flow scripts
make -C /OpenROAD-flow-scripts/flow DESIGN_CONFIG=/design/flow/config.mk WORK_HOME=/design/flow/orfs finish
==> /design/flow/config.mk <==
export PLATFORM = sky130hd
export DESIGN_NAME = dp_ctrl
export DESIGN_NICKNAME = dp_ctrl
export VERILOG_FILES = /design/flow/design.v
export SDC_FILE = /design/flow/constraint.sdc
export NUM_CORES = 4
export LEC_CHECK = 1
export CORE_UTILIZATION = 30
==> /design/flow/constraint.sdc <==
current_design dp_ctrl

set clk_period 2.9
set clk_io_pct 0.2

create_clock -name clk0 -period $clk_period [get_ports {sclk}]

set non_clock_inputs [all_inputs -no_clocks]
set_input_delay [expr $clk_period * $clk_io_pct] -clock clk0 $non_clock_inputs
set_output_delay [expr $clk_period * $clk_io_pct] -clock clk0 [all_outputs]
==> run_results.csv <==
group,metric,value,unit
status,status,"finished with violations",
status,failed_checks,"setup timing",
global_route,grt_pass1_wl,22.1,mm
floorplan,fp-utilization,31.0,%
place,dp_hpwl,9.61,mm
flow_run,max_cap_violations,0,
power,power.share.switching,39.6,%
synth,count_of_library_flops_with_an_enable_pin,2,
drt,drcViolationCount,0,
floorplan,floorplan.die.height,133,um
synth,ys_types,66,
critical_path,startpoint_type,"flop",
synth,synth_stat.cells,506,
power,power.ir.vdd_worst,0.316,mV
drt,route.antenna.remaining_nets,0,
power,seq_power_share,32.7,%
cells_and_area,area_growth,38.8,%
critical_path,critical_path.slowest_cell,"sky130_fd_sc_hd__dfstp_2",
power,power.density,861,nW/um2
global_route,globalRouteOverflowTotal,0,
clock_tree,clock_sink_count,93,
synth,post_synth_main_logic_family,"simple AND/OR/NAND/NOR gates",
place,io_buffer_count,64,
clock_tree,clk_root_buffer_cell,"sky130_fd_sc_hd__clkbuf_16",
clock_tree,clk_path_buf_depth,2,
drt,drt_pass1_iterations,4,
floorplan,ioPinCount,66,
timing,setup_repair_after_global_routing_missed_its_margin,"true",
place,postPlaceCellArea,6620,um2
flow_run,openroad_warning_count,71,
global_route,number_of_global_route_vias_before_repair,4314,
critical_path,critical_path_required,2320,ps
synth,ys_sh_xor,8.13,%
synth,synth.cellmix.simpleShare,15.9,%
critical_path,crit_path_end_kind,"output port",
drt,post_drt_via_cell_ratio,4.86,
drt,detailroute.via_count,4411,
clock_tree,cts.htree.levels,3,
critical_path,crit_path_cell_trace,"buf_2",
synth,postSynthRegisterBits,93,
floorplan,die_x,133,um
drt,drt-wirelength-per-cell,14.7,um
clock_tree,tritoncts_clock_tree,"built",
drt,n_antenna_cell,0,
floorplan,fp.coreArea,16700,um2
drt,finalWirelength,13.3,mm
synth,synth-warning-count,1,
power,logic_pwr_share,45.0,%
synth,synth-area-yosys,5170,um2
place,pre_cts_slack,-784,ps
critical_path,critical_path.max_stage_delay,540,ps
timing,fin_ws,-171,ps
power,net-switching-power,2450,uW
critical_path,worst-path-buf-inv,1,
critical_path,r2r_slack,-130,ps
critical_path,timing.critical_path.fanout_max,2,
synth,prevailing_post_synth_register_cell,"sky130_fd_sc_hd__dfrtn_1",
min_path,min-delay-path-class,"input port to asynchronous set/reset pin",
clock_tree,clock_transition_at_path_regs,70,ps
timing,fin_worst_skew,68.6,ps
global_route,grt_start_max_net_pins,92,
synth,post_synth_inst_count,506,
global_route,grt_antenna_before_repair,0,
synth,postSynthAreaPerCell,10.2,um2
cells_and_area,ff_latch_area,2380,um2
timing,count_of_final_max_slew_check_failures,0,
cells_and_area,layout-drive-gt1-share,41.0,%
critical_path,kind_of_critical_path,"flop to output port",
power,power.leakage,0.00337,uW
critical_path,worst_path_dominant_cell_family,"flip-flops",
drt,initialDrtViolationCount,198,
timing,max-slew-margin-rel,40.0,%
critical_path,reg2reg_depth,8,
critical_path,worst-endpoint-arrival,2490,ps
clock_tree,postCtsHoldBufs,0,
floorplan,fp-row-count,47,
place,gpl.final_weighted_congestion,0.916,
power,power_report.internal_total,3730,uW
cells_and_area,fillCellCount,1602,
critical_path,crit-reg2reg-launch,"r_sdi_word[4]$_DFFE_PN0N_",
global_route,grt_usage,16.0,%
synth,syn_std_cell_area,5170,um2
power,share_clk_of_total_power,22.3,%
critical_path,critical_path.reg2reg.endpoint,"r_aws_ctrl$_DFFE_NN0P_",
timing,worst_slew_pin_slew,900,ps
synth,synth.yosys.seq_area_share,45.9,%
timing,timing_hold_violations_final,0,
synth,synth-compound-area-share,12.4,%
synth,synth_async_sr_flop_share,97.8,%
synth,fa_ha_area_share,3.14,%
cells_and_area,finish.instance_area,7180,um2
clock_tree,tritoncts.num_buffers,9,
clock_tree,clock_latency,420,ps
timing,final_setup_viols,39,
cells_and_area,area.combinational,2800,um2
synth,yosys-mux-area-fraction,10.3,%
floorplan,chip_area,17800,um2
==> cells in the final DEF (no fill, tap or decap), types with 5 or more instances in the layout <==
master	count
sky130_fd_sc_hd__mux2_2	43
sky130_fd_sc_hd__clkdlybuf4s50_1	9
sky130_fd_sc_hd__clkbuf_16	10
sky130_fd_sc_hd__dfstp_2	32
sky130_fd_sc_hd__nand3_1	15
sky130_fd_sc_hd__o21ai_0	14
sky130_fd_sc_hd__mux2i_1	5
sky130_fd_sc_hd__a21oi_1	8
sky130_fd_sc_hd__nor2_1	32
sky130_fd_sc_hd__dfrtn_1	45
sky130_fd_sc_hd__a22oi_2	6
sky130_fd_sc_hd__o22ai_1	6
sky130_fd_sc_hd__inv_1	53
sky130_fd_sc_hd__ha_1	13
sky130_fd_sc_hd__buf_2	38
sky130_fd_sc_hd__dfrtp_1	9
sky130_fd_sc_hd__dfrtp_2	5
sky130_fd_sc_hd__nor3_1	5
sky130_fd_sc_hd__or4_1	5
sky130_fd_sc_hd__nand2_1	49
sky130_fd_sc_hd__xor2_1	21
sky130_fd_sc_hd__dlygate4sd2_1	9
sky130_fd_sc_hd__buf_4	89
sky130_fd_sc_hd__buf_6	7
sky130_fd_sc_hd__xnor2_1	26
sky130_fd_sc_hd__nand4_1	11
sky130_fd_sc_hd__o21ai_1	5
==> worst max-delay path by stage <==
stage	depth (start not counted)	slack [ps]	to	from
after CTS	1	-180	ap_rud_inst[6]	r_ap_rud_inst[6]$_DFFE_NN1P_
after global routing	1	-220	ap_rud_stat[1]	r_ap_rud_stat[1]$_DFFE_NN1P_
final	1	-170	ap_eng_l_inst[4]	r_ap_eng_l_inst[4]$_DFFE_NN1P_
==> flip-flops by register name (all words and copies together), names as in the netlist, 2 cells and up <==
signal / cells
r_cs_n: 3
r_sdi_cnt: 4
r_ap_eng_r_inst: 8
r_stat: 5
r_sdo_word: 8
r_ap_rud_stat: 8
r_sdi_word: 9
r_cnt_init_to: 13
r_inst_intvl: 4
r_sdo_cnt: 4
r_ap_rud_inst: 8
r_dp_idx: 2
r_ap_eng_l_inst: 8
==> area by class of cell <==
class | count | area share, %
clock buffer | 10 | 3.48
inverter | 19 | 0.993
multi-input combinational | 364 | 39.0
tap | 220 | 3.83
sequential | 93 | 33.2
clock inverter | 40 | 2.47
timing repair buffer | 161 | 17.1
==> power groups by stage <==
stage     clock, uW  sequential (uW)  combinational [uW]
6_report       1380             2020                2780
5_1_grt        1510             2080                3050
4_1_cts        1410             2020                2700
==> what timing repair did <==
item / 4_1_cts / 5_1_grt
pin swaps: 39 / 28
cloned: 1 / 1
endpoints found under the setup margin: 101 / 62
setup buffers: 16 / 5
resized: 171 / 20
==> routing by layer <==
metal  global-route usage [%]  vias up  wire length (um)
li1                         -     2149                 -
met1                     25.2     2128              6400
met2                     24.1      117              6010
met3                     2.95       17               722
met4                     2.27        0               216
met5                        0        -                 0
==> cell usage after synthesis (all sizes together), types with 11 or more instances <==
cell type / n / area (um2)
a21oi: 12 / 63.8
buf: 18 / 95.1
clkbuf: 11 / 42.5
dfrtn: 45 / 1130
dfrtp: 14 / 350
dfstp: 32 / 841
ha: 13 / 163
inv: 19 / 71.3
mux2: 43 / 484
nand2: 53 / 199
nand3: 16 / 85.1
nand4: 11 / 68.8
nor2: 37 / 149
o21ai: 24 / 120
xnor2: 27 / 236
xor2: 21 / 184
==> cell families after synthesis <==
family	Yosys count
and+or+nand+nor	163
buffers and inverters	49
DFF	93
adders and majority gates	13
muxes	48
AOI/OAI and AO/OA	92
xor gates and xnor gates	48
==> through the flow <==
| stage | std cells | setup TNS (ps) | util [%] | hold WS [ps] | total power [uW] |
|---|---|---|---|---|---|
| CTS | 901 | -5410 | 42.3 | 340 | 6140 |
| global placement | 835 | -42350 | 39.6 | 463 | 4580 |
| global route | 907 | -6610 | 43.0 | 364 | 6640 |
| detailed placement | 835 | -42650 | 39.6 | 468 | 4620 |
| finish | 907 | -4950 | 43.0 | 311 | 6180 |
| floorplan | 506 | -653 | - | 284 | 3710 |
Power is estimated from default activity; no workload was simulated.
